==> config.mk <==
export PLATFORM = sky130hd
export DESIGN_NAME = pc
export DESIGN_NICKNAME = pc
export VERILOG_FILES = /design/flow/design.v
export SDC_FILE = /design/flow/constraint.sdc
export NUM_CORES = 4
export LEC_CHECK = 1
export CORE_AREA = 10 10 70 70
export DIE_AREA = 0 0 80 80
==> run.sh <==
#!/bin/bash
# OpenROAD 26Q1-2900-gdf79404cd8, Yosys 0.63+post, stock flow scripts
make -C /OpenROAD-flow-scripts/flow DESIGN_CONFIG=/design/flow/config.mk WORK_HOME=/design/flow/orfs finish
==> design.v <==
module pc (
    input clock, reset,
    output reg [3:0] count
);
    always @(posedge clock, posedge reset) begin
        if (reset) begin
            count <= 0;
        end
        else begin
            count <= (count < 8) ? count + 1 : 0;
        end
    end
endmodule
==> constraint.sdc <==
current_design pc

set clk_period 1.6
set clk_io_pct 0.2

create_clock -name clk0 -period $clk_period [get_ports {clock}]

set non_clock_inputs [all_inputs -no_clocks]
set_input_delay [expr $clk_period * $clk_io_pct] -clock clk0 $non_clock_inputs
set_output_delay [expr $clk_period * $clk_io_pct] -clock clk0 [all_outputs]
==> impl_metrics.toml <==
# implementation run metrics
[setup_path]
crit_path_start = "count[0]"
crit_family = "buffers and inverters"
r2r_start = "count[0]"
critPathKind = "reg2out"
crit_slowest_cell = "clkdlybuf4s50_1"
worstPathRequired_ns = 1.28
slowest_delay_ns = 0.53
startpoint_type = "flop"
endpoint_kind = "primary output"
critPathArrivalTime_ns = 1.15
critPathMaxFanout = 4
path_buffers = 1
path_cells = "clkdlybuf4s50_1"

[synth]
synth_chip_area_um2 = 151.4
yosysTopAreaCellShare = 0.6612
synth_seq_share = 0.6612
ys_cells = 11
yosys_warnings = 1
synthCells = 11
avgSynthCellArea_um2 = 13.76
ys.flops = 4
syn_area_um2 = 151.4
top_area_cell = "dfrtp_1"
yosysUniqueCellTypes = 7
yosys-top-cells-area = "dfrtp_1 66%, ha_1 8.3%, and4b_1 6.6%, and2b_2 5.8%, xnor2_1 5.8%"

[floorplanning]
core_um2 = 3416
io_pins = 6
die_x_um = 80
initCoreUtil = 0.04432
dieHeight_um = 80
chipArea_um2 = 6400
fp-row-count = 21

[placed_design]
dp_slack_ns = 0.3687
place.gp.congestion = 0.7423
dp.cells = 62
dp_hpwl_um = 325.6
place_area_um2 = 259.0
io_buffers = 5

[route]
routed_wl_um = 410
drt_iter0_drc = 2
antennaDiodeCount = 0
vias_per_cell = 1.708
vias = 111
ant_nets = 0
drc_errors = 0
dr.pass1.iters = 2
routedWlPerCell_um = 6.308

[global_route]
grt_pass1_wl_um = 600
overflow = 0
antenna_found_initial = 0
grt_pass1_vias = 124
grt_start_max_net_pins = 6
grtUsageTotal = 0.01391

[run]
warnings = 25
drv_cap = 0

[run_status]
status = "finished clean"

[pwr]
clkPwrFrac = 0.543
p_sw_uw = 44.22
p_leak_nw = 0.1117
p_comb_frac = 0.019
peakVddDrop_mv = 0.09482
power_density_nw_per_um2 = 824.8
p_int_uw = 188.0
power.share.switching = 0.1904
p_seq_frac = 0.438

[clocking]
post_cts_buffers = 0
cts_buffers = 3
cts_buffer_depth = 2
insertion_delay_ns = 0.24
holdBufCountCts = 0
root_buffer = "clkbuf_4"
ctsResizeCount = 0
cts_tree = "yes"
clk_pin_slew_ns = 0.04
cts_sinks = 4
h-tree-depth = 1

[cells_and_area]
syn2layout_area_growth_pct = 85.95
logic_area_um2 = 47.55
nFillCells = 404
fin_cells = 65
largest-register = "count"
final_area_um2 = 281.5
reg_top3 = "count: 4 flops"
largest_reg_flops = 4
drive_above_1_share = 0.2105
regArea_um2 = 100.1
utilization = 0.08242

[timing]
setup_viol = 0
fin_ws_ns = 0.1278
rsz0062_at_grt = "false"
hold_viol = 0
timing.fmax_mhz = 679.3
tightest_slew_ns = 0.1545
slew_headroom = 0.8969
drv_slew = 0
fin_worst_skew_ns = 0.0008198
min_period_ns = 1.472
finalClockPeriodUsage = 0.9201
fin_tns_setup_ns = 0

[worst_hold_path]
hold_class = "in2async"
[final timing paths]
| path | end | slack, ns | cells after the start |
|---|---|---|---|
| setup / recovery | count[0] | 0.13 | 1 |
| hold / removal | count[2] | 0.27 | 2 |
| setup reg to reg | count[1] | 0.61 | 2 |
| hold reg to reg | count[0] | 0.48 | 1 |
| max in group asynchronous | count[0] | 1.18 | 2 |
| min in group clk0 | count[0] | 0.48 | 1 |
[synthesized netlist by cell type]
| library cell | count |
|---|---|
| and2b_2 | 1 |
| and4b_1 | 1 |
| dfrtp_1 | 4 |
| ha_1 | 1 |
| inv_1 | 1 |
| nor2_1 | 2 |
| xnor2_1 | 1 |
[power groups by stage]
stage     clock network (mW)  registers [mW]  logic, mW
5_1_grt                0.140           0.102    0.00513
4_1_cts                0.134           0.102    0.00451
6_report               0.126           0.102    0.00439
[placed cells by master (no fill, tap or decap), drive strengths merged]
master	n
ha	1
clkbuf	3
nor2	2
dfrtp	4
and2b	1
xnor2	1
and4b	1
clkdlybuf4s50	5
inv	1
[logic make-up (layout without fill, tap and decap cells)]
kind of cell               Yosys count  after routing  synth area share
DFF                                  4              4            0.6612
xor gates and xnor gates             1              1           0.05786
and+or+nand+nor                      4              4            0.1736
adders and majority gates            1              1           0.08263
buffers and inverters                1              9           0.02477
[metal layers]
metal  wire length [um]  GRT usage
met1                167    0.01201
met2                 92    0.01043
met3                133    0.02955
met4                 15   0.005282
met5                  0          0
[final cells by class]
cell class | instances | area share
Timing Repair Buffer | 5 | 0.1778
Tap cell | 46 | 0.2044
Inverter | 1 | 0.01333
Clock buffer | 3 | 0.08000
Multi-Input combinational cell | 6 | 0.1689
Sequential cell | 4 | 0.3556
[through the flow]
stage               power (mW)  hold slack [ns]
finish                  0.2322           0.2661
floorplan               0.1047          0.08608
global placement        0.1074           0.4746
global route            0.2463           0.2817
CTS                     0.2402           0.2626
detailed placement      0.1076           0.4759
Power and IR drop assume default switching activity.
