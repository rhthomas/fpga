File: design/flow/config.mk
export PLATFORM = sky130hd
export DESIGN_NAME = div
export DESIGN_NICKNAME = div
export VERILOG_FILES = /design/flow/design.v
export SDC_FILE = /design/flow/constraint.sdc
export NUM_CORES = 4
export LEC_CHECK = 1
export CORE_AREA = 10 10 85 85
export DIE_AREA = 0 0 95 95
File: design/flow/constraint.sdc
current_design div

set clk_period 3.8
set clk_io_pct 0.2

create_clock -name clk0 -period $clk_period [get_ports {clock}]

set non_clock_inputs [all_inputs -no_clocks]
set_input_delay [expr $clk_period * $clk_io_pct] -clock clk0 $non_clock_inputs
set_output_delay [expr $clk_period * $clk_io_pct] -clock clk0 [all_outputs]
File: design/flow/run.sh
#!/bin/bash
# OpenROAD 26Q1-2900-gdf79404cd8, Yosys 0.63+post, stock flow scripts
make -C /OpenROAD-flow-scripts/flow DESIGN_CONFIG=/design/flow/config.mk WORK_HOME=/design/flow/orfs finish
File: design/flow/design.v
module div #(parameter N = 22) (
    input clock, reset,
    output slow_clock
);
    reg [N-1:0] count;
	always @(posedge clock, posedge reset) begin
        if (reset) begin
            count <= 0;
        end
        else begin
            count <= count + 1;
        end
    end
	assign slow_clock = count[N-1];
endmodule
==> impl_metrics.toml <==
# flow metrics
[clock_network]
path_clk_slew_ps = 70
cts_hold_buffers = 0
clk_latency_ps = 250
cts-buffers-inserted = 3
clock-sinks = 22
cts_resized = 0
cts_root_buf = "clkbuf_8"
htreeDepth = 1
clockBufferDepth = 2
cts_setup_buffers = 0
tritoncts = "yes"

[job]
tool_warnings = 25
drv_cap = 0

[routing]
drtIter0Drc = 9
via_per_inst = 3.54
routedWlPerCell_um = 9.42
vias = 534
routed-wl-met3_um = 49
drc = 0
ant_nets = 0
dr.max_layer_used = "met4"
wl_met1_um = 766
first_pass_iters = 4
wl_met2_um = 589
finalWirelength_um = 1420
antenna_cells = 0

[finish]
reg.largest.list = "count (22)"
layout-drive-gt1-share_pct = 8.86
largest_reg_flops = 22
lay_top_count = "dfrtp_1"
n_fill_cell = 596
regMostFlops = "count"
syn_to_final_growth_pct = 16.2
lay_top_cells = "22 x dfrtp_1, 14 x xnor2_1, 9 x nand3_1"

[synthesis]
top_area_cell = "dfrtp_1"
syn_area_sq_um = 940
ys_chip_area_sq_um = 940
yosysTopAreaCellShare_pct = 58.6
netlist_top_cells_area = "dfrtp_1 59%, xnor2_1 13%, nand3_1 4.8%"
synth_warnings = 1
syn_area_per_cell_sq_um = 12.5
postSynthSeqShare_pct = 58.6
synth_flops = 22
yosysUniqueCellTypes = 16
ys_cells = 75
syn_inst = 75

[grt]
grt_pass1_vias = 585
antenna_found_initial = 0
grt_usage_pct = 3.63
grt.overflow.total = 0
grt_pass1_wl_um = 2730
grt_max_degree = 23

[sta]
tightest_slew_ps = 801
final_hold_viol_count = 0
setup_ws_ps = 1940
skew_ps = 2.75
max_freq_mhz = 539
finalCriticalPeriod_ps = 1860
finalSetupTns_ps = 0
finalSetupViolations = 0
rsz0062_at_grt = "no"
slew_headroom_pct = 46.6
slew_violations = 0
fin_crit_sh_pct = 48.8

[critical_path]
cp_num_buf_inv = 1
critical_path_peak_fanout = 2
cp_num_cells = 1
critPathCaptureType = "output port"
cp-endpoint = "slow_clock"
required_ps = 3040
critical_path_arrival_ps = 1100
r2r_setup_slack_ps = 2220
worstPathCellList = "clkdlybuf4s50_1"
crit_family = "buffers and inverters"
worstSetupStartpointType = "register"
crit_type = "reg2out"
critPathLaunch = "count[21]"
r2r-end = "count[10]"
slowest_stage = "clkdlybuf4s50_1"
r2r_start = "count[0]"
max_stage_delay_ps = 480
reg2reg_depth = 5

[die]
pin_count = 3
rows = 27
die-area_sq_mm = 0.00903
initial_core_util_pct = 17.2
core_area_sq_mm = 0.00547
fp.dieW_um = 95
die_h_um = 95

[place]
io_buffers = 2
dp_slack_ps = 2020
hpwl_um = 1000
gp_congestion = 0.741

[power]
leakagePower_uw = 0.000497
power.density_mw_per_mm2 = 366
peakVddDrop_v = 0.000253

[min_path]
hold_path.class = "reg2reg"

[outcome]
status = "finished, final reports clean"
==> area by class of cell <==
type | count | area (sq um) | share of cell area, %
Clock buffer | 4 | 55.1 | 5.04
Inverter | 2 | 7.51 | 0.687
Sequential cell | 22 | 551 | 50.4
Tap cell | 72 | 90.1 | 8.25
Timing Repair Buffer | 2 | 20.0 | 1.83
Multi-Input combinational cell | 49 | 369 | 33.8
==> cells by family after synthesis <==
| family | count (synthesis) | share of synthesized area (%) |
|---|---|---|
| xor+xnor | 20 | 19.4 |
| simple gates | 28 | 18.5 |
| buf+inv | 4 | 2.13 |
| fa+ha+maj | 1 | 1.33 |
| flops | 22 | 58.6 |
==> power by group <==
part           switching [uW]  total (uW)  internal [uW]
Sequential                  0         234            234
Clock                    68.2         160           92.1
Combinational            4.30        5.24          0.946
Total                    72.5         400            327
==> stage by stage <==
| step | hold slack (ps) | utilization, % | total power (uW) | instances | area [sq um] |
|---|---|---|---|---|---|
| floorplan | 423 | - | 242 | 75 | 940 |
| finish | 465 | 20.0 | 400 | 151 | 1090 |
| detailed placement | 451 | 19.0 | 244 | 147 | 1040 |
| global route | 483 | 20.0 | 416 | 151 | 1090 |
| global placement | 436 | 19.0 | 244 | 147 | 1040 |
| CTS | 462 | 20.0 | 404 | 151 | 1090 |
==> worst min-delay path by stage <==
stage / start / to / slack [ps] / cells past startpoint
5_1_grt: count[0] / count[0] / 480 / 1
6_report: count[0] / count[0] / 460 / 1
4_1_cts: count[0] / count[0] / 460 / 1
==> routing by layer <==
metal,global-route usage [%],vias up
met1,5.24,261
met4,0.374,0
met5,0,-
li1,-,266
met3,1.28,2
met2,5.32,5
==> cells in the mapped netlist (all sizes together) <==
cell type,n
dfrtp,22
and4,5
xor2,6
nand2,3
nand4,4
nand3,9
buf,2
ha,1
and3,6
inv,2
xnor2,14
nor2,1
No activity file was given, so power comes from the tool's default toggle rates.
